===== ./run.sh =====
#!/bin/bash
# OpenROAD 26Q1-2900-gdf79404cd8, Yosys 0.63+post, stock flow scripts
make -C /OpenROAD-flow-scripts/flow DESIGN_CONFIG=/design/flow/config.mk WORK_HOME=/design/flow/orfs finish

===== ./config.mk =====
export PLATFORM = sky130hd
export DESIGN_NAME = div_mod
export DESIGN_NICKNAME = div_mod
export VERILOG_FILES = /design/flow/design.v
export SDC_FILE = /design/flow/constraint.sdc
export NUM_CORES = 4
export LEC_CHECK = 1
export CORE_UTILIZATION = 30

===== ./constraint.sdc =====
current_design div_mod

set clk_period 38.5
set clk_io_pct 0.2

create_clock -name clk0 -period $clk_period

set non_clock_inputs [all_inputs -no_clocks]
set_input_delay [expr $clk_period * $clk_io_pct] -clock clk0 $non_clock_inputs
set_output_delay [expr $clk_period * $clk_io_pct] -clock clk0 [all_outputs]

===== ./design.v =====
module div_mod(
  input  signed[7:0] s1,s2,     
  input  [7:0] u1,u2,           
  output signed [7:0] sdiv,smod, 
  output [7:0] udiv,umod  
);
  assign sdiv = s1 / s2;
  assign smod = s1 % s2;
  assign udiv = u1 / u2;
  assign umod = u1 % u2;
endmodule

==> summary.txt <==
This memo summarizes the results of the implementation run.

Status
The flow ran to the end, and the final reports show no timing, DRC or antenna violations.

Worst setup path
The arrival time of data at the worst endpoint is listed as about 24 ns. The master of the slowest instance on the critical path is sky130_fd_sc_hd__o311ai_1. STA classifies the critical path startpoint as an input port. On the worst path, the slowest cell contributes a delay of roughly 0.70 ns. The most prevalent standard cell on the critical path is sky130_fd_sc_hd__ha_1.

The type of the worst setup path is in -> out. The highest fanout seen on the critical path is 12. The kind of end point of the critical path is a primary output. The OpenROAD report gives the critical path a required time of around 30 ns.

Timing
The transition time at the pin with the least slew margin is 0.781 ns. Setup repair after global routing left no endpoint under its margin. In the final report, the number of pins over their slew limit comes to 0. Headroom to the max-slew limit came out at 0.471. The total setup violations reported at the end of the flow is 0. The final setup TNS is 0 ns.

Counting I/O delays and the setup requirement, the final critical path takes between 30 and 40 ns. Static timing analysis puts the maximum clock frequency at 31.7 MHz. In the finished design, the share of the clock period the worst path needs comes to 0.820. The final timing report lists a hold violation count of 0.

Hold path
Looking at hold timing, the worst path starts from u1[0]. The endpoint with the worst hold slack is umod[0]. Along the worst hold path, the cell count comes to 4. The most critical min-delay path falls under in -> out.

Global routing
The initial antenna violation count is 0. The first global-routing pass estimated between 15000 and 20000 um of wire. The largest net degree at the start of global routing is 16. The via count of the first global-routing pass is roughly 4.0k. The global route stage reports its total congestion overflow as 0.

The overall global routing resource usage is 0.169.

Synth
The area recorded from the Yosys report for this design is 4310 um^2. The synth_stat.txt file lists the number of cells as 596. In this run the mean area of a mapped cell was 7.24 um^2. After synthesis, the netlist uses ~73 different library cells.

The synthesis report lists the Yosys warning total as 0. Synthesis produced a netlist whose cell count is between 500 and 600. The sequential share of the synthesized area is 0. The synthesized area is approximately 4300 um^2.

Clock tree
The number of buffers inserted by post-CTS setup repair is 0. The post-cts sizing count is 0. Hold repair after CTS inserted 0 buffers.

Placement
Summing all placed instances gives a cell area of between 5000 and 6000 um^2. After detailed placement, the design holds a cell count of ~830. The final weighted congestion in routability-driven placement is approximately 0.95. The count of buffers from port buffering is approximately 64. According to the dpl log, the detail-placed design has an HPWL of roughly 11000 um.

Final layout
The final core area utilization is 0.371. The area used by sequential logic in the layout is 0 um^2. The number of cells in the finished layout apart from fillers is roughly 830. The layout cell share with drive strength beyond 1 is 0.0795. The flow measured a signed area growth from synthesis to layout of 19.9%.

The number of flip-flops and latches is 0. The count of clock-net buffers in the final layout is 0. The post-route standard cell area excluding fillers is roughly 5200 um^2.

Route
The antenna diode count is 0. The first TritonRoute pass finished after 6 iterations. The number of vias per cell after detailed routing is 5.24.

Per the post-route antenna check, the number of violating nets is 0. The number of DRC markers after the initial detailed-route iteration is about 230. The detailed-route wire length per cell is approximately 15 um. The routed layout has approximately 4.4k vias. After detailed routing, the number of remaining DRC violations is 0. Summed over all layers, the routed wires come to approximately 12000 um.

Floorplan
The floorplan step records an initial core utilization of 0.310. The die outline width is between 100 and 150 um. The overall die size recorded for this design is between 10000 and 15000 um^2. For reference, the placement row count at floorplan is ~43. The vertical extent of the die is roughly 120 um. ~64 I/O pins were placed. The area inside the core boundary is about 14000 um^2.

Power and ir drop
The peak supply drop is approximately 0.045 mV. Of the total power, the clock network draws 0. Total power for the finished layout comes to between 200 and 300 uW.

The internal power is roughly 150 uW. The switching portion of total power comes to 0.493. The report lists the power per cell area as approximately 58 nW/um^2. The net switching power in the latest report is 147 uW. The power report attributes to the combinational group a share of 1.000. The leakage component of the power was reported as ~2.3 nW. Of the total power, registers draw 0.

Job
The number of maximum-capacitance violations is 0. The warning total across the stage logs is 34.
==> Yosys cell counts (all sizes together), types with 4 or more instances <==
cell type,count,area share
o21ai,33,0.038
inv,52,0.045
nand2,28,0.024
ha,78,0.23
nand2b,10,0.015
xnor2,33,0.067
nor2b,12,0.017
or2,6,0.0087
nor3,32,0.038
o22ai,5,0.0073
a211oi,5,0.0099
o21a,34,0.059
nand3,8,0.0093
xor2,17,0.035
nor2,62,0.054
a21oi,27,0.031
or3,7,0.011
a21o,7,0.012
nor4,5,0.0073
o31a,4,0.0081
a31oi,8,0.012
o211ai,4,0.0070
mux2,28,0.077
clkbuf,9,0.0078
o21bai,6,0.011
a21boi,4,0.0070
mux2i,12,0.028
==> power groups by stage <==
stage | Combinational [mW] | Sequential [mW] | Clock [mW]
after global routing | 0.330 | 0 | 0
final | 0.297 | 0 | 0
after CTS | 0.298 | 0 | 0
==> worst max-delay path: cells and delay by family <==
kind                       cells  cell delay [ns]
buffers and inverters          7             2.02
AOI/OAI and AO/OA             28             7.29
xor gates and xnor gates       1             0.25
and+or+nand+nor               17             3.60
adders and majority gates      8             2.54
muxes                          1             0.42
==> kinds of logic (layout without fill, tap and decap cells) <==
logic type / after synthesis / after routing / share of synthesized area
fa+ha+maj: 80 / 80 / 0.236
xor+xnor: 50 / 50 / 0.102
buf+inv: 66 / 124 / 0.0589
compound gates: 169 / 169 / 0.274
mux: 40 / 40 / 0.105
simple gates: 191 / 191 / 0.225
==> metrics by stage <==
| step | worst slack, ns | hold WS (ns) |
|---|---|---|
| floorplan | 10.43 | 15.49 |
| global placement | 7.39 | 16.34 |
| detailed placement | 7.18 | 16.33 |
| CTS | 7.11 | 16.33 |
| global route | 5.45 | 16.39 |
| finish | 6.94 | 16.32 |
==> layout by cell type (no fill, tap or decap), types with 4 or more instances in the layout <==
| cell type | count |
|---|---|
| sky130_fd_sc_hd__ha_1 | 78 |
| sky130_fd_sc_hd__clkdlybuf4s50_1 | 64 |
| sky130_fd_sc_hd__nor2_1 | 62 |
| sky130_fd_sc_hd__inv_1 | 52 |
| sky130_fd_sc_hd__o21a_1 | 34 |
| sky130_fd_sc_hd__xnor2_1 | 33 |
| sky130_fd_sc_hd__nor3_1 | 31 |
| sky130_fd_sc_hd__o21ai_0 | 31 |
| sky130_fd_sc_hd__nand2_1 | 28 |
| sky130_fd_sc_hd__a21oi_1 | 27 |
| sky130_fd_sc_hd__mux2_2 | 23 |
| sky130_fd_sc_hd__xor2_1 | 17 |
| sky130_fd_sc_hd__mux2i_1 | 12 |
| sky130_fd_sc_hd__nor2b_1 | 12 |
| sky130_fd_sc_hd__nand2b_1 | 10 |
| sky130_fd_sc_hd__nand3_1 | 8 |
| sky130_fd_sc_hd__a31oi_1 | 8 |
| sky130_fd_sc_hd__a21o_1 | 7 |
| sky130_fd_sc_hd__or3_1 | 6 |
| sky130_fd_sc_hd__buf_4 | 6 |
| sky130_fd_sc_hd__o21bai_1 | 5 |
| sky130_fd_sc_hd__nor4_1 | 5 |
| sky130_fd_sc_hd__mux2_4 | 5 |
| sky130_fd_sc_hd__o22ai_1 | 5 |
| sky130_fd_sc_hd__or2_2 | 5 |
| sky130_fd_sc_hd__a21boi_0 | 4 |
| sky130_fd_sc_hd__o211ai_1 | 4 |
| sky130_fd_sc_hd__o31a_1 | 4 |
| sky130_fd_sc_hd__a211oi_1 | 4 |
==> routing by layer <==
metal	vias up	part of all wire	wire length, um	GRT usage
li1	2325	-	-	-
met1	1946	0.50	6070	0.250
met2	89	0.46	5590	0.280
met3	8	0.035	429	0.00906
met4	0	0.0096	117	0.0139
met5	-	0	0	0
==> cell type report <==
cell class / count / area (um^2)
Multi-Input combinational cell: 530 / 4060
Tap cell: 180 / 225
Timing Repair Buffer: 70 / 686
Inverter: 54 / 203
Fill cell: 1434 / 8760
==> worst max-delay path by stage <==
stage | to | startpoint | slack [ns]
final | smod[7] | s2[0] | 6.94
after CTS | smod[6] | s2[0] | 7.11
after global routing | smod[6] | s2[0] | 5.45
Power figures rest on the tool's default switching activity, not on a simulated workload.
