<file path="flow/run.sh">
#!/bin/bash
# OpenROAD 26Q1-2900-gdf79404cd8, Yosys 0.63+post, stock flow scripts
make -C /OpenROAD-flow-scripts/flow DESIGN_CONFIG=/design/flow/config.mk WORK_HOME=/design/flow/orfs finish
</file>
<file path="flow/config.mk">
export PLATFORM = sky130hd
export DESIGN_NAME = count_ones
export DESIGN_NICKNAME = count_ones
export VERILOG_FILES = /design/flow/design.v
export SDC_FILE = /design/flow/constraint.sdc
export NUM_CORES = 4
export LEC_CHECK = 1
export CORE_AREA = 10 10 70 70
export DIE_AREA = 0 0 80 80
</file>
<file path="flow/constraint.sdc">
current_design count_ones

set clk_period 4.9
set clk_io_pct 0.2

create_clock -name clk0 -period $clk_period

set non_clock_inputs [all_inputs -no_clocks]
set_input_delay [expr $clk_period * $clk_io_pct] -clock clk0 $non_clock_inputs
set_output_delay [expr $clk_period * $clk_io_pct] -clock clk0 [all_outputs]
</file>
<file path="flow/design.v">
module count_ones(
  input [7:0]data,
  output [3:0]count);
  function [3:0]count_one(input [7:0]A);
    integer i;
    begin
    count_one=0;
    for(i=0;i<8;i++) begin
     if(A[i]==1)
      count_one=count_one+1;
    end
  end
endfunction
  assign count = count_one(data);
endmodule
</file>
==> results.py <==
# Generated from Yosys and OpenROAD reports
metrics = {
    "synth": {
        "postSynthAreaPerCell_um2": 7.86,
        "synthesis.instances": 96,
        "chip_area_in_the_yosys_report_um2": 754,
        "synth_area_um2": 754,
        "synth.yosys.num_cells": 96,
        "yosysWarnings": 1,
        "synth.distinct_cells": 40,
        "ys_seq_share_pct": 0,
    },
    "run_status": {
        "violated_checks": "setup timing",
        "result_of_the_run": "finished, violations left",
    },
    "job": {
        "max_cap_violations": 0,
        "warnings": 37,
    },
    "sta": {
        "final-setup-viol-count": 2,
        "final_max_slew_viol_count": 0,
        "rsz0062_at_grt": "true",
        "final.hold.worst_slack_ns": 2.77,
        "timing.final.hold_violations": 0,
        "fin_tns_setup_ns": -0.0265,
        "setup_ws_ns": -0.0223,
        "timing.max_slew.rel_slack_pct": 78.4,
        "post-route-min-period_ns": 4.92,
        "layout_worst_path_cycle_share_pct": 100,
        "tightestPinTransition_ns": 0.322,
        "maxClockFrequency_ghz": 0.203,
    },
    "routing": {
        "final_antenna_net_count": 0,
        "via_per_inst": 4.34,
        "routedWlPerCell_um": 10.9,
        "drcViolationCount": 0,
        "antenna-diode-count": 0,
        "drt_first_pass_iters": 4,
        "postRouteWirelength_mm": 1.97,
        "vias": 786,
        "drt_first_iter_violations": 34,
    },
    "global_routing": {
        "grt_antenna_before_repair": 0,
        "grt_pass1_wl_mm": 3.39,
        "gr-usage-met3_pct": 0.682,
        "grt_pass1_vias": 808,
        "track_usage_pct": 6.08,
        "grt_use_met1_pct": 8.80,
        "grt_remaining_overflow": 0,
        "grt_use_met2_pct": 9.79,
        "busiest_layer": "met2",
        "maximum_number_of_pins_on_one_net_before_global_route_repair": 15,
    },
    "die": {
        "die_area_mm2": 0.00640,
        "floorplan.die.height_um": 80,
        "core.rowCount": 21,
        "die_w_um": 80,
        "area_of_the_core_mm2": 0.00342,
        "i_o_pin_cnt": 12,
        "floorplan.initialDensity_pct": 22.1,
    },
    "final_layout": {
        "layout.area.comb_um2": 791,
        "area.sequential_um2": 0,
        "final_layout_top_logic_cell": "sky130_fd_sc_hd__buf_4",
        "fill_cells": 334,
        "drive_gt1_share_pct": 45.2,
        "mostFrequentLayoutCells": "sky130_fd_sc_hd__buf_4 (31), sky130_fd_sc_hd__xnor2_1 (8), sky130_fd_sc_hd__nand2_1 (7), sky130_fd_sc_hd__xor2_1 (6), sky130_fd_sc_hd__clkdlybuf4s50_1 (6)",
        "final.clkbuf_count": 0,
        "nFlopsAndLatches": 0,
        "final_area_mm2": 0.00122,
        "area_growth_pct": 62.4,
    },
    "placed_design": {
        "placedInstanceArea_mm2": 0.00106,
        "hpwl_mm": 1.49,
        "number_of_port_buffers": 12,
        "dpl_worst_slack_ns": -0.919,
        "globalplace.congestion": 0.880,
    },
    "worst_setup_path": {
        "crit_arrival_ns": 3.94,
        "setup.worst_path.end_class": "primary output",
        "biggest_fanout_along_the_worst_timing_path": 3,
        "cp_data_required_time_ns": 3.92,
        "setup.worst_path.class": "input pin to primary output",
        "timing.critical_path.from_type": "input pin",
    },
    "hold_path": {
        "hold_path.startpoint": "data[7]",
        "hold-path-cell-count": 3,
        "min-delay-path-class": "input pin to primary output",
        "hold_path_end": "count[1]",
    },
    "pwr": {
        "power.density_mw_per_mm2": 190,
        "leakage_nw": 0.546,
        "worst_ir_drop_vdd_mv": 0.0458,
    },
}
per-stage QoR:
step / utilization (%) / power (mW) / instances
4_1_cts: 34.0 / 0.222 / 178
3_3_place_gp: 31.1 / 0.208 / 172
2_1_floorplan: - / 0.116 / 96
5_1_grt: 35.9 / 0.259 / 181
6_report: 35.9 / 0.232 / 181
3_5_place_dp: 31.1 / 0.209 / 172
cell usage after synthesis (all sizes together), types with 2 or more instances:
master  count  area (um2)
a31o        2        17.5
o211ai      2        15.0
nand2b      3        18.8
nor2b       3        18.8
nand3       4        20.0
nor3b       2        20.0
a21oi       6        30.0
a32oi       2        25.0
buf         5        42.5
o21ai       3        15.0
ha          8         100
xor2        7        68.8
xnor2      10        95.1
nor2        4        15.0
inv         6        22.5
mux2        2        22.5
nand2       8        30.0
o32ai       2        17.5
o31ai       2        25.0
and2b       2        17.5
layer usage:
metal  part of all wire [%]  vias up
met5                      0        -
met4                      0        0
met3                    2.7        0
met2                     43        8
met1                     54      352
li1                       -      426
critical path: stages:
cell                       delay, ns
sky130_fd_sc_hd__buf_8          0.10
sky130_fd_sc_hd__ha_4           0.15
sky130_fd_sc_hd__and2b_1        0.17
sky130_fd_sc_hd__a21oi_2        0.12
sky130_fd_sc_hd__xor2_1         0.19
sky130_fd_sc_hd__a21oi_1        0.10
sky130_fd_sc_hd__ha_1           0.33
sky130_fd_sc_hd__o211ai_1       0.26
sky130_fd_sc_hd__a21o_1         0.18
sky130_fd_sc_hd__a32oi_2        0.11
sky130_fd_sc_hd__ha_2           0.22
sky130_fd_sc_hd__xor2_1         0.16
sky130_fd_sc_hd__or3_1          0.32
sky130_fd_sc_hd__a21oi_2        0.15
sky130_fd_sc_hd__o211a_1        0.16
sky130_fd_sc_hd__xor2_1         0.13
sky130_fd_sc_hd__buf_2          0.11
layout make-up:
type,instances,share of cell area (%)
well taps,46,4.70
inverters,6,1.84
repair buffers,44,28.9
multi-input cells,85,64.6
logic make-up after synthesis:
kind of cell / after synthesis / synth area share (%)
simple gates: 32 / 24.2
buf+inv: 11 / 8.62
compound gates: 25 / 26.2
xor+xnor: 18 / 24.7
mux: 2 / 2.98
fa+ha+maj: 8 / 13.3
worst max-delay path by stage:
stage,start,endpoint,depth (start not counted)
CTS,data[1],count[3],18
global route,data[0],count[3],18
finish,data[0],count[3],17
repair_timing:
| action | in CTS | in global routing |
|---|---|---|
| endpoints found under the setup margin | 3 | 3 |
| pin swaps | 17 | 14 |
| setup buffers | 6 | 3 |
| gates resized | 38 | 7 |
| hold buffers | 0 | 0 |
where the power goes:
| group | switching, mW | internal (mW) |
|---|---|---|
| sequential | 0 | 0 |
| clock | 0 | 0 |
| combinational | 0.0973 | 0.135 |
| total | 0.0973 | 0.135 |
Power figures rest on the tool's default switching activity, not on a simulated workload.
