### flow/config.mk
export PLATFORM = sky130hd
export DESIGN_NAME = bin2bcd
export DESIGN_NICKNAME = bin2bcd
export VERILOG_FILES = /design/flow/design.v
export SDC_FILE = /design/flow/constraint.sdc
export NUM_CORES = 4
export LEC_CHECK = 1
export CORE_AREA = 10 10 110 110
export DIE_AREA = 0 0 120 120
### flow/constraint.sdc
current_design bin2bcd

set clk_period 3.3
set clk_io_pct 0.2

create_clock -name clk0 -period $clk_period [get_ports {clk}]

set non_clock_inputs [all_inputs -no_clocks]
set_input_delay [expr $clk_period * $clk_io_pct] -clock clk0 $non_clock_inputs
set_output_delay [expr $clk_period * $clk_io_pct] -clock clk0 [all_outputs]
### flow/design.v
module bin2bcd(
  input clk,
  input rst,
  input start,
  input [7:0]bin_in,
  output reg [11:0]bcd_out,
  output reg Done);
  parameter IDLE = 3'b000;
  parameter SHIFT = 3'b001;
  parameter CHECK_SHIFT_INDEX = 3'b010;
  parameter ADD = 3'b011;
  parameter CHECK_DIGIT_INDEX = 3'b100;
  parameter BCD_DONE = 3'b101;
  reg [2:0] state, next_state;
  reg [7:0] r_bin;
  reg [2:0] Loop_Count;
  reg [1:0] Digit_Index;
  always @(posedge clk or posedge rst) begin
    if (rst) begin
      state <= IDLE;
      bcd_out <= 0;
      r_bin <= 0;
      Loop_Count <= 0;
      Digit_Index <= 0;
      Done <= 0;
    end else begin
      state <= next_state;
      case (state)
        IDLE: begin
          Done <= 0;
          if (start) begin
            r_bin       <= bin_in;
            bcd_out     <= 0;
            Loop_Count  <= 0;
            Digit_Index <= 0;
          end
        end
        SHIFT: begin
          bcd_out <= bcd_out << 1;
          bcd_out[0] <= r_bin[7];    
          r_bin <= r_bin << 1;
        end
        CHECK_SHIFT_INDEX: begin
          if (Loop_Count == 7)
            Loop_Count <= 0;
          else
            Loop_Count <= Loop_Count + 1;
        end
        ADD: begin
          if (bcd_out[(Digit_Index*4)+:4] >= 5)
            bcd_out[(Digit_Index*4)+:4] <= bcd_out[(Digit_Index*4)+:4] + 3;
        end
        CHECK_DIGIT_INDEX: begin
          if (Digit_Index == 2)
            Digit_Index <= 0;
          else
            Digit_Index <= Digit_Index + 1;
        end
        BCD_DONE: begin
          Done <= 1;
        end
      endcase
    end
  end
  always @(*) begin
    case (state)
      IDLE: begin
        if(start) 
           next_state = SHIFT;
        else 
       	   next_state = IDLE;
      end
      SHIFT: next_state = CHECK_SHIFT_INDEX;
      CHECK_SHIFT_INDEX: next_state = (Loop_Count == 7) ? BCD_DONE : ADD;
      ADD: next_state = CHECK_DIGIT_INDEX;
      CHECK_DIGIT_INDEX: next_state = (Digit_Index == 2) ? SHIFT : ADD;
      BCD_DONE: next_state = IDLE;
      default: next_state = IDLE;
    endcase
  end
endmodule
### flow/run.sh
#!/bin/bash
# OpenROAD 26Q1-2900-gdf79404cd8, Yosys 0.63+post, stock flow scripts
make -C /OpenROAD-flow-scripts/flow DESIGN_CONFIG=/design/flow/config.mk WORK_HOME=/design/flow/orfs finish
==> README.md <==
| Step | Metric | Reported |
|:---|:---|:---|
| detailed routing | First-iteration detailed-routing DRC count | 102 |
| synth | Avg Cell Area, Syn | 10.2 sq um |
| grt | Vias in the first global route | 1405 |
| die | Placeable Area | 9770 sq um |
| die | Boundary pin count | 24 |
| final timing | Highest clock frequency the design can meet | 394 MHz |
| die | Initial Utilization | 18.4% |
| final timing | Slew @ Worst Pin | 0.654 ns |
| cts | Level count of the clock H-tree | 2 |
| cts | Clk root buf | sky130_fd_sc_hd__clkbuf_8 |
| setup path | Kind of start point of the critical path | register |
| power and ir drop | Relative contribution of combinational cells to total power | 2.7% |
| detailed routing | Wire length reported by the detailed router | 4240 um |
| synth | XOR-XNOR Cells, Area Fraction | 0.974% |
| power and ir drop | Cell Int Power | 627 uW |
| detailed routing | Number of search-and-repair iterations in the first detailed-routing pass | 4 |
| detailed routing | Routed via count | 1430 |
| layout | Count of filler cells inserted in the layout | 1043 |
| detailed routing | Diodes inserted | 0 |
| setup path | Class of the most critical setup path | register to register |
| worst hold path | Launch instance of the worst min-delay path | state[4]$_DFF_PP0_ |
| die | DIE WIDTH | 120 um |
| final timing | Unrepaired setup endpoints after global routing | false |
| placement | Placer Congestion | 0.876 |
| synth | Ys flops | 32 |
| synth | Number of warnings reported in the yosys synthesis log | 1 |
| power and ir drop | Static Leak | 0.918 nW |
| setup path | Worst flop-to-flop path startpoint | Digit_Index[0]$_DFFE_PP0P_ |
| setup path | Worst reg2reg path endpoint | bcd_out[1]$_DFFE_PP0P_ |
| placement | DP Wirelength | 3160 um |
| cts | Resized Gates After CTS | 0 |
| worst hold path | Path category of the worst min-delay check | register to register |
| synth | Total cells reported by yosys after synthesis | 176 |
| grt | Total track usage | 5.93% |
| setup path | Number of cell instances on the worst register-to-register path | 9 |
| power and ir drop | Part of the power in the clock network | 47.5% |
| synth | Library cell occupying the most area in the post-synthesis netlist | sky130_fd_sc_hd__dfrtp_1 |
| detailed routing | Routed length per instance | 12.8 um |
| synth | Biggest area contributors in the synthesized netlist | sky130_fd_sc_hd__dfrtp_1 (43%), sky130_fd_sc_hd__ha_1 (6.3%), sky130_fd_sc_hd__nor2_1 (4.8%) |
| synth | Fraction of synthesis flops using an asynchronous set or reset pin | 100% |
| synth | Synth Area in Adders | 6.26% |
| synth | Primary FF master, synth | sky130_fd_sc_hd__dfrtp_1 |
| placement | Setup WS pre-CTS | 0.695 ns |
| status | Status | complete, no violations |
| final timing | Worst-case clock skew | 0.00526 ns |
| placement | Post-detailed-placement cell area | 2150 sq um |
| layout | Final cell utilization of the core | 23.1% |
| synth | Netlist area before placement | 1800 sq um |
| cts | Number of buffers on the longest clock path | 2 |
| cts | Total CTS buffers | 5 |
| cts | Hold buffers post-CTS | 0 |
| setup path | Worst Path Max Fanout | 11 |
| synth | Count of library flops with an enable pin | 0 |
| setup path | CP arrival | 2.72 ns |
| synth | Post-synth seq share | 44.6% |
| layout | Area used by sequential logic in the layout | 802 sq um |
| cts | Clock input transition at the sequential cells of the worst setup and hold paths | 0.07 ns |
| layout | Finished Cell Area | 2260 sq um |
| grt | GRT Residual Overflow | 0 |
| detailed routing | Tally of nets with antenna violations remaining after routing | 0 |
| job | Max capacitance violation total | 0 |
| layout | Ratio of cells with drive above 1 in the final layout | 11.1% |
| synth | Count of unique library cells instantiated by Yosys | 42 |
| cts | Insertion delay of the later-clocked pin in the worst-skew pair | 0.28 ns |
| final timing | Post-layout min period | 2.54 ns |
| final timing | Post-route worst hold slack | 0.449 ns |
| setup path | Endpoint kind of the worst setup timing path | register |
| final timing | Final worst-path cycle share | 77.0% |
| placement | Total of buffers placed on input and output ports | 23 |
| final timing | Setup TNS Final | 0 ns |
| power and ir drop | Portion of total power attributed to sequential cells | 49.8% |
| final timing | Normalized max-slew margin | 56.4% |
| die | Number of standard-cell rows in the floorplan | 36 |
| synth | Area fraction of the dominant cell type after synthesis | 43.1% |
| final timing | Final-report hold violation count | 0 |
| setup path | Required time at the endpoint of the critical path | 3.48 ns |
| synth | Most popular library cell in the synthesized design by count | sky130_fd_sc_hd__dfrtp_1 |
| detailed routing | DRC | 0 |
| synth | Area fraction in mux cells | 3.48% |
| grt | Largest net degree at the start of global routing | 33 |
| cts | TritonCTS clock tree | yes |
| die | Die y size | 120 um |
| synth | Main logic family | AND-OR/OR-AND gates |
| setup path | Setup slack of the worst register-to-register path | 0.76 ns |
| power and ir drop | Power density over the cells | 348 nW/um^2 |
| grt | Antenna violations before repair | 0 |
| power and ir drop | Net switching component of the power | 161 uW |
| job | OpenROAD warning count | 30 |
| power and ir drop | Sw Ratio | 20.4% |
| synth | Ranking of synthesized cells by instance count | sky130_fd_sc_hd__dfrtp_1 (31), sky130_fd_sc_hd__nor2_1 (23), sky130_fd_sc_hd__inv_1 (16) |
| detailed routing | Via count normalized by instance count | 4.31 |
| synth | Post-Syn Instances | 176 |
| worst hold path | Hold EP | Done$_DFFE_PP0P_ |
| layout | Logic cell area | 883 sq um |
| final timing | PnR worst setup slack | 0.759 ns |
| worst hold path | Cell depth of the worst hold path | 1 |
| grt | First-pass GRT wire length | 7120 um |
| synth | Total cell area reported by yosys after synthesis | 1800 sq um |
| final timing | Number of setup violations in the final report | 0 |
| synth | Simple-Gate Area Share | 12.5% |
| power and ir drop | Peak supply drop | 144 uV |
| layout | Area growth from synthesis to final layout | 25.7% |
| final timing | Max-slew violation count | 0 |
| cts | Count of clock tree sinks | 32 |
| cts | Number of setup buffers added after CTS | 0 |
| die | DIE AREA | 14400 sq um |
| synth | Ao+oa area frac | 25.9% |
[power by group through the flow]
stage / registers, mW / logic, mW / clock network, mW
final: 0.392 / 0.0210 / 0.374
after global routing: 0.392 / 0.0241 / 0.403
after CTS: 0.392 / 0.0221 / 0.384
[area by class of cell]
cell class                      count  share of cell area, %
Multi-Input combinational cell    119                   39.1
Clock inverter                      3                   1.88
Tap cell                          133                   7.36
Timing Repair Buffer               24                   10.5
Sequential cell                    32                   35.5
Inverter                           16                   2.66
Clock buffer                        5                   3.04
[worst max-delay path by stage]
| stage | start | to | slack [ns] |
|---|---|---|---|
| 6_report | Digit_Index[0]$_DFFE_PP0P_ | bcd_out[1]$_DFFE_PP0P_ | 0.76 |
| 5_1_grt | Digit_Index[0]$_DFFE_PP0P_ | bcd_out[1]$_DFFE_PP0P_ | 0.62 |
| 4_1_cts | Digit_Index[0]$_DFFE_PP0P_ | bcd_out[1]$_DFFE_PP0P_ | 0.76 |
[registers in the layout (all words and copies together) (netlist names)]
name	cells
Digit_Index	2
r_bin	8
bcd_out	12
Loop_Count	3
Done	1
state	6
[critical path, stage by stage, from the launching register on]
cell                        delay, ns
sky130_fd_sc_hd__dfrtp_1         0.60
sky130_fd_sc_hd__nor2b_4         0.32
sky130_fd_sc_hd__o2bb2ai_1       0.31
sky130_fd_sc_hd__inv_1           0.09
sky130_fd_sc_hd__ha_1            0.24
sky130_fd_sc_hd__nand2b_1        0.15
sky130_fd_sc_hd__nand2_4         0.08
sky130_fd_sc_hd__a31oi_4         0.29
sky130_fd_sc_hd__o21ai_2         0.13
sky130_fd_sc_hd__a22o_1          0.24
[kinds of logic (layout without fill, tap and decap cells)]
kind of cell	count (synthesis)	after routing
XOR/XNOR	2	2
buffers and inverters	25	48
flip-flops	32	32
AND/OR/NAND/NOR	48	48
multiplexers	6	6
adder cells (fa/ha/maj)	9	9
AND-OR/OR-AND	54	54
[cells in the final DEF (no fill, tap or decap), types with 2 or more instances in the layout]
cell type | Yosys | final
sky130_fd_sc_hd__nand4_1 | 3 | 3
sky130_fd_sc_hd__o22ai_1 | 11 | 11
sky130_fd_sc_hd__o21ai_0 | 7 | 7
sky130_fd_sc_hd__inv_1 | 16 | 16
sky130_fd_sc_hd__a31oi_1 | 2 | 2
sky130_fd_sc_hd__a22o_1 | 3 | 3
sky130_fd_sc_hd__ha_1 | 9 | 9
sky130_fd_sc_hd__nand2b_1 | 3 | 3
sky130_fd_sc_hd__a32o_1 | 4 | 4
sky130_fd_sc_hd__a221oi_1 | 3 | 3
sky130_fd_sc_hd__dfrtp_1 | 31 | 31
sky130_fd_sc_hd__clkdlybuf4s50_1 | 0 | 23
sky130_fd_sc_hd__a21oi_1 | 2 | 2
sky130_fd_sc_hd__o2bb2ai_1 | 7 | 7
sky130_fd_sc_hd__clkbuf_8 | 0 | 5
sky130_fd_sc_hd__nor2_1 | 23 | 23
sky130_fd_sc_hd__mux2i_1 | 4 | 4
sky130_fd_sc_hd__a221oi_2 | 2 | 2
sky130_fd_sc_hd__nand2_1 | 12 | 12
sky130_fd_sc_hd__mux2_2 | 2 | 2
sky130_fd_sc_hd__a22oi_1 | 3 | 3
[per-stage QoR]
stage,cells,total power [mW]
after CTS,332,0.798
after global placement,324,0.421
after detailed placement,324,0.422
final,332,0.788
after global routing,332,0.819
after floorplan,176,0.406
[layer usage]
layer	up-vias	global-route usage, %	routed length [um]
li1	675	-	-
met1	683	8.59	1950
met2	63	8.63	1860
met3	9	1.95	362
met4	0	0.830	67
met5	-	0	0
Power figures rest on the tool's default switching activity, not on a simulated workload.
