==> design/flow/design.v <==
module sram_controller_simple(
  input clk,rst,start,rw,
  input [7:0] addr_in,
  input [7:0] cpu_data_in,
  output  reg [7:0] cpu_data_out,
  output reg ready,
  output reg [7:0] sram_addr,
  inout [7:0] sram_data,
  output reg sram_ce,
  output reg sram_oe,
  output reg sram_we);
  parameter IDLE = 2'b00;
  parameter READ = 2'b01;
  parameter WRITE = 2'b10;
  parameter DONE = 2'b11;
  reg [1:0] state, next_state;
  reg [7:0]sram_dout;
  reg sram_drive;
  assign sram_data = sram_drive ? sram_dout : 8'bz;
  always @(posedge clk or posedge rst) begin 
    if(rst)
      state <= IDLE;
    else
      state <= next_state;
  end
  always @(*) begin
    case(state)
      IDLE: if(start) begin
              if(rw)
		next_state = WRITE;
              else 
                next_state = READ;
              end
      READ: next_state = DONE;
      WRITE: next_state = DONE;
      DONE: next_state = IDLE;
      default: next_state = IDLE;
      endcase
  end
  always @(posedge clk or posedge rst) begin
	  if(rst) begin
             ready <= 1;
	     sram_ce <= 0;
	     sram_oe <= 0;
	     sram_we <= 0;
	     sram_drive <= 0;
           end
	   else begin
	     case(state)
		     IDLE:  ready <= 1;
		     READ: begin
			     ready <= 0;
                 sram_addr <= addr_in;
			     sram_ce <= 1;
			     sram_oe <= 1;
			     sram_we <= 0;
			     sram_drive <= 0;
		     end
		     WRITE: begin
			      ready <= 0;
			      sram_addr <= addr_in;
			      sram_dout <= cpu_data_in;
			      sram_drive <= 1;
			      sram_ce <= 1;
			      sram_oe <= 0;
			      sram_we <= 1;
		      end
		      DONE: begin
			      ready <= 1;
			      sram_ce <= 0;
			      sram_oe <= 0;
			      sram_we <= 0;
			      sram_drive <= 0;
			      cpu_data_out <= sram_data;
		      end
	      endcase
           end
  end
endmodule
==> design/flow/run.sh <==
#!/bin/bash
# OpenROAD 26Q1-2900-gdf79404cd8, Yosys 0.63+post, stock flow scripts
make -C /OpenROAD-flow-scripts/flow DESIGN_CONFIG=/design/flow/config.mk WORK_HOME=/design/flow/orfs finish
==> design/flow/config.mk <==
export PLATFORM = sky130hd
export DESIGN_NAME = sram_controller_simple
export DESIGN_NICKNAME = sram_controller_simple
export VERILOG_FILES = /design/flow/design.v
export SDC_FILE = /design/flow/constraint.sdc
export NUM_CORES = 4
export LEC_CHECK = 1
export CORE_AREA = 10 10 88 88
export DIE_AREA = 0 0 98 98
==> design/flow/constraint.sdc <==
current_design sram_controller_simple

set clk_period 2.4
set clk_io_pct 0.2

create_clock -name clk0 -period $clk_period [get_ports {clk}]

set non_clock_inputs [all_inputs -no_clocks]
set_input_delay [expr $clk_period * $clk_io_pct] -clock clk0 $non_clock_inputs
set_output_delay [expr $clk_period * $clk_io_pct] -clock clk0 [all_outputs]
==> design notes <==
The H-tree depth was 2. CTS placed an instance of sky130_fd_sc_hd__clkbuf_8 at the clock tree root. The critical-path cell with the highest stage delay was sky130_fd_sc_hd__nor2_1. The run gives 10 as the maximum number of pins on one net before global-route repair.

The library cells used most frequently in the layout, excluding fill and tap cells, are sky130_fd_sc_hd__clkdlybuf4s50_1, sky130_fd_sc_hd__edfxtp_1. The warning tally printed by Yosys for this design is 2. Sum of met3 wire segment lengths after detailed routing: 360 um.

The cell sequence reported for the critical path is inv_1 > ha_1 > inv_1 > nor2_1. Along the worst path, the maximum fanout reaches 8. The number of buffers created by CTS came out at 5.

According to the floorplan report, the total die area is 0.00960 mm2. The tools report the via count of the first global-routing pass as 664. Count of placed standard cells including taps: 169. The critical path required time was 2.31 ns. The total of buffers placed on input and output ports is 39, and the final antenna diode count is 0. The run gives 55.9% for the remaining max-slew budget at the tightest pin. The worst voltage drop across the vdd grid is 203 uV, and the signal arrival time at the worst endpoint is 1.65 ns. The timing report gives the biggest stage delay along the critical path as 0.53 ns. Once detail routing completed, the nets flagged for antenna violations numbered 0. 48 I/O pins were placed.

In this run the critical register-to-register path is launched from state[0]. For the largest buffer count on any clock path, the log shows 2. Kind of critical path: reg2reg.

Setup repair after global routing left no endpoint under its margin. The cell repeated most along the worst path was sky130_fd_sc_hd__inv_1. The number of maximum-capacitance violations recorded for the run is 0. The final clock period utilization by the worst path came out at 72.3%. After synthesis, the largest area contributor takes up 68.3% of total cell area. Per the synthesis report, the AND-OR/OR-AND share of the synthesized area is 2.61%.

The mux cell area share after synthesis works out to 0.949%. For this block, the initial DRC count from the detailed router was 4. Hold-check failures listed in the final report amount to 0. The amount of wire on met2 after detailed routing was 1150 um. The flow ran to the end, and the final reports show no timing, DRC or antenna violations. In the final report, the number of endpoints failing setup comes to 0. The instance tally after logic synthesis was 54. The routed layout has 600 vias. After the flow finishes, the layout carries non-filler instances totaling 177.

Warnings raised by the tools during the run amount to 45. For this run, the total global-route usage over all layers was measured as 5.06%. STA classifies the critical path endpoint as a flip-flop. For the floorplan row count, the log shows 28. With the layout cell share with drive strength beyond 1 at 7.84%, the share of the core filled with cells is 27.5%. The timer found 2 register pins that no clock reaches; their paths are not timed. With the routability congestion estimate at 0.759, the number of DRC violations after detailed routing is 0. The chip area line in the Yosys stat output reads 0.00105 mm2. The most critical min-delay path falls under in2reg. The average instance area after synthesis is 19.5 um2, and the worst-margin pin slew is 0.659 ns. The run gives 0.06 ns for the register clock-pin slew on the reported worst setup and hold paths.

For the worst reg-to-reg path, the endpoint reported by OpenROAD is sram_addr[4]. Measured along the y axis, the die boundary spans 98 um. The final total power was 978 uW; the ratio of total power to cell area was 601 mW/mm2. The flow reports an fmax of 576 MHz. Sorting the synthesized cells by area gives the leading types as sky130_fd_sc_hd__edfxtp_1, sky130_fd_sc_hd__dfrtp_1, sky130_fd_sc_hd__ha_1. From left edge to right edge, the die measures 98 um.

The routed design could run at a clock period as short as 1.74 ns. The insertion delay to the later sink of the worst-skew pair was 0.27 ns; the post-synthesis simple-gate area fraction was 3.20%. With the number of cells in Yosys stat at 54, the max-slew violation count is 0. In this run the static leakage power is 0.598 nW.

The run gives 0 as the count of buffers added by post-CTS timing repair for setup. Yosys mapped the design onto 13 distinct sky130hd cell types. In the post-route report, total wirelength is listed as 2530 um.

According to the report, the first pass of detailed routing completed in 2 iterations. The estimated wirelength of the detail-placed design was 2240 um; the number of resized instances in the post-cts repair step was 0. 4 endpoints have no timing constraint.

The core region is 0.00592 mm2. The area added between synthesis and finish was 54.3%. The capture point of the critical path was reported as sram_addr[4].

The total placed instance area came out at 0.00155 mm2. Cell depth of the worst flop-to-flop path: 4. Share of the synthesized netlist area taken by xor and xnor gates: 0%.

Hold repair after CTS inserted 0 buffers. In the final run the clock tree shows a worst skew of 0.00363 ns. The logs give 0.66 ns for the worst setup slack for register-to-register paths and 0 for the global-route congestion overflow total.

STA classifies the critical path startpoint as a flip-flop. In this run, the synthesized area fraction spent on adder and majority cells is recorded as 5.93%. The number of antenna violations at the first check in global routing came out at 0.

Sorting the Yosys area breakdown by cell type puts at the top sky130_fd_sc_hd__edfxtp_1. Before any placement, the netlist area is recorded as 0.00105 mm2. TritonCTS built the clock tree.

The final report gives the standard cell area, fillers excluded, as 0.00163 mm2. Per the detail_route report, vias per standard cell equal 3.39. The number of flip-flops and latches in the synthesized netlist came out at 32. The critical path launch point was state[0]. The main combinational cell family by area after synthesis was adder cells.

The routed wirelength normalized by instance count was 14.3 um; the core utilization at floorplan was 17.8%. For the final routed database, the setup TNS stands at 0 ns. The run gives 973 um for the post-route met1 wirelength. Uppermost signal routing layer after detailed routing: met4.

By instance count after routing, the leading logic cell type is sky130_fd_sc_hd__clkdlybuf4s50_1. The first global-routing pass estimated 3740 um of wire.
-- sequential cells by signal, summed over array words and instances, names as in the netlist --
| signal | cells |
|---|---|
| cpu_data_out | 8 |
| sram_addr | 8 |
| sram_data | 8 |
| next_state | 2 |
| state | 2 |
| ready | 1 |
| sram_ce | 1 |
| sram_drive | 1 |
| sram_oe | 1 |
-- worst min path at each step --
| stage | startpoint | to | slack [ns] | cells after the start |
|---|---|---|---|---|
| after global routing | sram_data[4] | cpu_data_out[4] | 0.31 | 0 |
| final | sram_data[2] | cpu_data_out[2] | 0.33 | 0 |
| after CTS | sram_data[2] | cpu_data_out[2] | 0.33 | 0 |
-- through the flow --
step                hold WS, ns  setup slack, ns
floorplan                 0.270            0.883
global placement          0.480            0.600
detailed placement        0.472            0.541
CTS                       0.325            0.643
global route              0.313            0.579
finish                    0.330            0.665
-- kinds of logic (layout without fill, tap and decap cells) --
group                      after synthesis  after routing
AOI/OAI and AO/OA                        4              4
adders and majority gates                5              5
buffers and inverters                    5             53
DFF                                     30             30
latches                                  2              2
muxes                                    1              1
and+or+nand+nor                          7              7
-- where the power goes --
part / internal, mW / leakage [nW] / switching [mW]
Combinational: 0.0355 / 0.250 / 0.0111
Clock: 0.198 / 0.0426 / 0.161
Sequential: 0.570 / 0.305 / 0.00265
Total: 0.803 / 0.598 / 0.175
-- cell usage after synthesis --
master	number
sky130_fd_sc_hd__edfxtp_1	24
sky130_fd_sc_hd__dfrtp_1	5
sky130_fd_sc_hd__ha_1	5
sky130_fd_sc_hd__inv_1	5
sky130_fd_sc_hd__nand2_1	3
sky130_fd_sc_hd__nor2b_1	3
sky130_fd_sc_hd__dlxtn_1	2
sky130_fd_sc_hd__o31ai_1	2
sky130_fd_sc_hd__dfstp_2	1
sky130_fd_sc_hd__mux2i_1	1
sky130_fd_sc_hd__nor2_1	1
sky130_fd_sc_hd__o21a_1	1
sky130_fd_sc_hd__o21ai_1	1
-- worst max-delay path: cells and delay by family, from the launching register on --
family,cells,cell delay [ns]
buffers and inverters,2,0.16
DFF,1,0.37
adders and majority gates,1,0.31
and+or+nand+nor,1,0.53
-- final cells by class --
| type | instances | area (um2) |
|---|---|---|
| tap | 75 | 93.8 |
| sequential | 32 | 902 |
| multi-input combinational | 17 | 134 |
| clock inverter | 2 | 8.76 |
| fill | 593 | 4290 |
| inverter | 5 | 18.8 |
| timing repair buffer | 40 | 398 |
| clock buffer | 6 | 72.6 |
-- per-layer routing --
metal  vias up  global-route usage [%]
met5         -                       0
met4         0                   0.783
met3         4                    4.13
met2        37                    7.92
met1       273                    5.28
li1        286                       -
Power and IR drop assume default switching activity.
