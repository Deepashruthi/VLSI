===== design/flow/run.sh =====
#!/bin/bash
# OpenROAD 26Q1-2900-gdf79404cd8, Yosys 0.63+post, stock flow scripts
make -C /OpenROAD-flow-scripts/flow DESIGN_CONFIG=/design/flow/config.mk WORK_HOME=/design/flow/orfs finish

===== design/flow/config.mk =====
export PLATFORM = sky130hd
export DESIGN_NAME = count_zeroes
export DESIGN_NICKNAME = count_zeroes
export VERILOG_FILES = /design/flow/design.v
export SDC_FILE = /design/flow/constraint.sdc
export NUM_CORES = 4
export LEC_CHECK = 1
export CORE_AREA = 10 10 70 70
export DIE_AREA = 0 0 80 80

===== design/flow/constraint.sdc =====
current_design count_zeroes

set clk_period 6.9
set clk_io_pct 0.2

create_clock -name clk0 -period $clk_period

set non_clock_inputs [all_inputs -no_clocks]
set_input_delay [expr $clk_period * $clk_io_pct] -clock clk0 $non_clock_inputs
set_output_delay [expr $clk_period * $clk_io_pct] -clock clk0 [all_outputs]

===== design/flow/design.v =====
module count_zeroes(data,out);
  input  [14:0]data;
  output reg [3:0]out;
  always  @ (data)
    count_zero(data,out);
    task count_zero(input [14:0]data,  output [3:0]count);
    integer i;
    begin
      count=0;
      for(i=0; i<15;i++)
       if(data[i]==0)
         count=count+1;
    end
    endtask
endmodule

==> Slide: Implementation Results <==
Physical Implementation Snapshot

Status
  – Run status: finished with violations
  – Violations in the final reports: negative setup slack

Setup path
  – Endpoint required time on the critical path: 5.52 ns
  – Cell at the slowest stage of the critical path: xnor3_2
  – Critical-path maximum fanout: 6
  – Critical path start-end classification: primary input to output port
  – Slowest cell delay on critical path: 0.43 ns
  – CP Data Arrival Time: 7.75 ns
  – Crit start category: primary input
  – Top cell by count, worst path: nor2b_4
  – Type of destination of the critical path: output port

Global route
  – Global-route wire length before repair: 8.01 mm
  – Total Routing Usage GR: 14.5%
  – Number of antenna violations at the first check in global routing: 0
  – Vias in the first global route: 1856
  – Maximum number of pins on one net before global-route repair: 14
  – Final global-route overflow total: 0

Layout
  – Clock buffers: 0
  – Layout-stage area growth over the synthesis result: 73.5%
  – FF/Latch Area: 0 um^2
  – Fin cells: 364
  – Multi-input combinational cell area: 1970 um^2
  – Registers: 0
  – Share of post-route cells with drive strength above 1: 52.8%
  – Count of fill cells added during filler insertion: 169

Synthesis
  – Chip area estimate from yosys synthesis: 1730 um^2
  – Number of distinct standard cells referenced by the synthesized netlist: 55
  – Yosys cell count: 219
  – Post-Syn Area: 1730 um^2
  – Synth warn: 1
  – Syn_area_per_cell: 7.88 um^2
  – Area share of the leading cell type in the synthesized netlist: 13.2%
  – Ranking of synthesized cells by area: xnor2_1, ha_1, nor2b_1
  – Proportion of synthesized chip area in sequential cells: 0%
  – Biggest area consumer among synthesized cells: xnor2_1
  – Top cells by count, synth: xnor2_1, nor2b_1, inv_1
  – Number of cells produced by synthesis: 219
  – Synth top cell by count: xnor2_1

Die
  – Die width: 80 um
  – Rows: 21
  – Initial Utilization: 50.5%
  – Boundary Pins: 19
  – Area inside the core boundary: 3420 um^2
  – DIE AREA: 6400 um^2
  – Die Height: 80 um

Routing
  – Number of iterations in the first detailed-routing pass: 4
  – Post-route DRC violation count: 0
  – Routed Antenna Nets: 0
  – Via/cell ratio: 5.31
  – Via count of the routed design: 1933
  – Detailed Route WL: 4.96 mm
  – Initial detailed-routing violation count: 52
  – Routed length per placed instance: 13.6 um
  – Antenna diode count: 0

Power and ir drop
  – Logic gate share of total power: 100.0%
  – Internal Power: 626 uW
  – Power per cell area: 351 nW/um^2
  – Part of the power in registers: 0%
  – Worst vdd rail ir drop: 0.000233 V
  – Clock share of power: 0%
  – Lkg Pwr: 0.00132 uW
  – Net switching power: 423 uW
  – Switching share of power: 40.3%

Final timing
  – Ratio of final minimum period to clock period: 132%
  – Final hold violation count: 0
  – Highest achievable clock rate: 110 MHz
  – Final Slew Violations: 0
  – Unrepaired setup endpoints after global routing: true
  – Slew of the pin with the lowest slew margin: 0.490 ns
  – # setup viols final: 3
  – Worst slew slack as a fraction of its limit: 67.1%
  – Worst setup slack after layout: -2.23 ns
  – Post-layout minimum cycle time: 9.13 ns

Placed design
  – Post-Place Worst Slack: -3.16 ns
  – PortBufs: 19
  – Routability congestion estimate from global placement: 0.873
  – Placed wire-length estimate: 3.51 mm
  – DP Cell Count: 343

Hold path
  – Classification of the worst-slack hold path: primary input to output port

Run
  – Count of tool warnings: 40
  – Max Cap Viol: 0
[worst max-delay path: cells and delay by family]
family	cells	cell delay, ns
compound gates	7	1.27
fa+ha+maj	5	1.03
simple gates	11	2.12
xor+xnor	7	1.26
buf+inv	4	0.68
[final timing paths]
path	cells after the start	slack, ns	end	start
setup / recovery	34	-2.23	out[3]	data[3]
hold / removal	3	3.60	out[1]	data[14]
[cells by family after synthesis]
| kind of cell | count (synthesis) | share of synthesized area (%) |
|---|---|---|
| AND/OR/NAND/NOR | 87 | 29.2 |
| XOR/XNOR | 43 | 30.2 |
| AND-OR/OR-AND | 39 | 18.9 |
| buffers and inverters | 30 | 7.69 |
| adder cells (fa/ha/maj) | 15 | 10.9 |
| multiplexers | 5 | 3.05 |
[power groups by stage]
stage         clock network, uW  logic, uW  registers (uW)
CTS                           0        937               0
global route                  0       1150               0
finish                        0       1050               0
[placed cells by master (no fill, tap or decap), types with 3 or more instances in the layout]
cell type | synthesis | layout
ha_1 | 15 | 5
xor2_1 | 7 | 7
nor2b_4 | 0 | 6
a21oi_1 | 9 | 5
xnor2_2 | 1 | 6
nor2_1 | 8 | 7
clkdlybuf4s50_1 | 0 | 12
xnor3_2 | 3 | 3
nand3b_1 | 3 | 3
xnor2_4 | 2 | 3
nor2b_1 | 19 | 13
xnor2_1 | 26 | 20
nand2_1 | 13 | 11
inv_1 | 16 | 12
ha_4 | 0 | 10
a21oi_2 | 0 | 4
xnor3_1 | 4 | 4
nor3_1 | 7 | 4
o31a_1 | 3 | 3
and3_1 | 4 | 3
nand3_1 | 5 | 3
buf_2 | 1 | 3
nand2b_1 | 4 | 3
buf_4 | 1 | 92
nor3_2 | 0 | 3
nand4_1 | 8 | 8
inv_2 | 2 | 4
a31oi_1 | 4 | 4
o21ai_2 | 0 | 3
[area by class of cell]
type                            count  area share, %
Multi-Input combinational cell    189           65.8
Timing Repair Buffer              111           29.4
Inverter                           18           2.84
Tap cell                           46           1.92
[what timing repair did]
item,4_1_cts,5_1_grt
buffers inserted,15,8
endpoints found under the hold margin,0,0
endpoints found under the setup margin,3,3
hold buffers,0,0
pin swaps,29,37
resized,35,37
gates cloned,0,0
[metal layers]
layer / vias to the layer above / share of wire [%] / global-route usage [%]
li1: 988 / - / -
met2: 35 / 47 / 23.6
met3: 4 / 3.1 / 1.14
met5: - / 0 / 0
met1: 906 / 50 / 21.2
met4: 0 / 0.50 / 0.880
[per-stage QoR]
step	total power [uW]	utilization [%]	setup TNS (ns)	hold WS [ns]	instance area (um^2)
final	1050	87.6	-6.23	3.60	2990
after floorplan	560	-	-5.23	2.79	1880
after global placement	886	75.8	-8.71	3.80	2590
after detailed placement	905	75.8	-9.08	3.82	2590
after CTS	937	81.0	-6.34	3.60	2770
after global routing	1150	87.6	-7.10	3.64	2990
Power and IR drop assume default switching activity.
