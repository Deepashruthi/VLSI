--- design/flow/run.sh ---
#!/bin/bash
# OpenROAD 26Q1-2900-gdf79404cd8, Yosys 0.63+post, stock flow scripts
make -C /OpenROAD-flow-scripts/flow DESIGN_CONFIG=/design/flow/config.mk WORK_HOME=/design/flow/orfs finish
--- design/flow/config.mk ---
export PLATFORM = sky130hd
export DESIGN_NAME = traffic_light
export DESIGN_NICKNAME = traffic_light
export VERILOG_FILES = /design/flow/design.v
export SDC_FILE = /design/flow/constraint.sdc
export NUM_CORES = 4
export LEC_CHECK = 1
export CORE_AREA = 10 10 70 70
export DIE_AREA = 0 0 80 80
--- design/flow/constraint.sdc ---
current_design traffic_light

set clk_period 1.2
set clk_io_pct 0.2

create_clock -name clk0 -period $clk_period [get_ports {clk}]

set non_clock_inputs [all_inputs -no_clocks]
set_input_delay [expr $clk_period * $clk_io_pct] -clock clk0 $non_clock_inputs
set_output_delay [expr $clk_period * $clk_io_pct] -clock clk0 [all_outputs]
--- design/flow/design.v ---
module traffic_light(
  input clk, rst, Emg_A, Emg_B, SA, SB,
  output reg RA, YA, GA, RB, YB, GB);        
  parameter s0 = 4'd0;
  parameter s1 = 4'd1;
  parameter s2 = 4'd2;
  parameter s3 = 4'd3;
  parameter s4 = 4'd4;
  parameter s5 = 4'd5;
  parameter s6 = 4'd6;
  parameter s7 = 4'd7;
  parameter s8 = 4'd8;
  parameter s9 = 4'd9;
  parameter s10 = 4'd10;
  parameter s11 = 4'd11;
  parameter s12 = 4'd12;
  reg [3:0] state, next_state;
  always @(posedge clk or posedge rst) begin
	 if(rst)
	    state <= s0;
         else if(Emg_A)
	    state <= s12;
         else if(Emg_B)
            state <= s6;
         else
            state <= next_state;
  end
  always @ (*) begin
         case(state)
		  s0, s1, s2, s3, s4, s6, s7, s8, s9, s10: next_state = state +1;
		  s5: if (SA&&(~SB)) next_state = s5;
		      else next_state = s6;
		  s11: if (SB&&(~SA)) next_state = s11;
	               else next_state = s12;
		  s12: next_state = s0;
         endcase
 end
 always @(*) begin 
	 RA = 1'b0;
	 YA = 1'b0;
	 GA = 1'b0;
	 RB = 1'b0;
	 YB = 1'b0;
	 GB = 1'b0;
	 case(state)
		 s0,s1,s2,s3,s4,s5: begin
			 GA = 1'b1;
			 RB = 1'b1;
		 end
		 s6: begin
			 YA = 1'b1;
			 RB = 1'b1;
		 end
		 s7,s8,s9,s10,s11: begin
			 RA = 1'b1;
			 GB = 1'b1;
		 end
		 s12: begin
			 RA = 1'b1;
			 YB = 1'b1;
		 end
	 endcase
 end
 endmodule 
==> impl_metrics.toml <==
# yosys + openroad results
[detailed_routing]
wl_um = 1470
drc = 0
diodes = 0
dr.pass1.iters = 4
vias = 557
routedWlPerCell_um = 10.3
ant_nets = 0
via_per_inst = 3.90
drt_iter0_markers = 22

[logic_synthesis]
edf_count = 0
synth-main-ff-cell = "dlxtn_1"
yosys.area.top_type = "dfrtp_1"
ys_ff = 8
area_leaders = "dfrtp_1 (18%), ha_1 (18%), dlxtn_1 (11%)"
syn_area_um2 = 543
avgSynthCellArea_um2 = 9.36
ys_types = 32
yosys_cells = 58
syn_inst = 58
synth_chip_area_um2 = 543
async_flop_share_pct = 50.0
ys_warn_count = 1
synth_top_area_share_pct = 18.4

[power_and_ir_drop]
ir_drop_v = 0.000299
powerDensity_nw_per_um2 = 593
p_int_w = 0.000433
combinationalPowerShare_pct = 42.2
p_sw_w = 0.000160
swShare_pct = 27.0
p_leak_nw = 0.469
pwr-share-clk_pct = 27.7
power_frac_seq_pct = 30.1

[clock_network]
path_clk_slew_ps = 40
holdBufCountCts = 0
htreeDepth = 1
cts.path.max_buffers = 2
clock-root-buffer = "clkbuf_4"
cts_tree = "done"
cts_made_buffers = 3

[run]
max_cap_violations = 0
warnings = 34

[critical_path]
arrival_ps = 1370
critical_path.startpoint = "state[1]"
critPathBufInv = 1
crit_slowest_cell = "dfrtp_2"
path_class = "flop to output port"
slowest_delay_ps = 440
path_cells = "ha_4 > ha_4 > mux2_2 > buf_2"
cp_max_fo = 4
critical_path.endpoint_type = "output port"
crit_family = "flip-flops"
worstSetupStartpointType = "flop"
required_ps = 960
crit_path_frequent_cell = "ha_4"

[placed_design]
gp_congestion = 0.806
place_hpwl_um = 1060
io_buffers = 11
place_area_um2 = 853

[timing]
unclocked_regs = 4
setup_ws_ps = -408
finalClockPeriodUsage_pct = 134
whs_ps = 194
untimed_endpoints = 4
maxSlewViolCount = 0
relSlewSlack_pct = 80.7
rsz0062_at_grt = "true"
hold_viol = 0
fmax_mhz = 622
min_period_ps = 1610
setup_viol = 6
worst_pin_slew_ps = 289

[global_routing]
first_global_vias = 593
grt_max_degree = 11
gr-usage-all-layers_pct = 4.72
overflow = 0
antenna_found_initial = 0
grt_pass1_wl_um = 2530

[floorplan]
die_h_um = 80
die_w_um = 80
dieArea_um2 = 6400
rows = 21
fp-utilization_pct = 15.9
pin_count = 12
core_area_um2 = 3420

[finish]
syn2layout_area_growth_pct = 83.9
drive_gt1_share_pct = 55.7
fillers = 352
post-route-cell-area_um2 = 998
layout_top_cell_excl_fill_tap = "buf_4"
layout_top_cells = "buf_4 (21), buf_6 (7), clkdlybuf4s50_1 (5), buf_2 (5)"

[outcome]
status = "complete, but fails checks"
failed_checks = "negative setup slack"

[min_path]
hp-class = "input pin to async pin"
per-layer routing:
metal | global-route usage [%] | wire length [um] | up-vias
met3 | 2.16 | 125 | 0
li1 | - | - | 287
met1 | 5.66 | 655 | 253
met5 | 0 | 0 | -
met2 | 7.70 | 691 | 17
met4 | 0.704 | 0 | 0
stage by stage:
step / setup WS (ps) / instances / total power, W / TNS, ps / utilization [%]
after floorplan: -40.4 / 58 / 0.000275 / -40.4 / -
after global placement: -442 / 130 / 0.000387 / -2340 / 25.0
after detailed placement: -449 / 130 / 0.000387 / -2350 / 25.0
after CTS: -423 / 142 / 0.000592 / -1920 / 28.4
after global routing: -472 / 143 / 0.000649 / -2200 / 29.2
final: -408 / 143 / 0.000592 / -1810 / 29.2
cell families after synthesis:
group / synth area share (%)
flip-flops: 18.4
buffers and inverters: 5.76
AND/OR/NAND/NOR: 20.7
latches: 11.1
adder cells (fa/ha/maj): 18.4
multiplexers: 6.68
XOR/XNOR: 1.61
AND-OR/OR-AND: 17.3
cells in the mapped netlist, drive strengths merged (2+ instances only):
library cell  n
nor2          3
buf           2
a21oi         5
nor3b         2
ha            8
mux2          2
a221o         2
dfrtp         4
dlxtn         4
a21o          2
inv           5
and3          2
layout make-up:
class                           count  area (um2)  share of cell area (%)
Timing Repair Buffer               38         312                    31.2
Sequential cell                     8         164                    16.4
Clock buffer                        3        22.5                    2.26
Tap cell                           46        57.6                    5.76
Multi-Input combinational cell     43         422                    42.2
Inverter                            5        21.3                    2.13
power by group through the flow:
stage                 clock, W  combinational [W]  sequential [W]
final                 0.000164           0.000250        0.000178
after global routing  0.000190           0.000280        0.000179
after CTS             0.000175           0.000240        0.000177
sequential cells by signal, indices dropped and copies added (netlist names):
signal	cells
state	4
next_state	4
worst paths after layout:
kind / to / cells after the start / slack (ps)
worst max-delay path: GB / 4 / -410
max in group asynchronous: state[3] / 2 / 850
worst min-delay path: state[2] / 2 / 190
min in group clk0: state[2] / 2 / 630
what timing repair did:
action,in CTS,in global routing
setup endpoints to repair,6,6
pin swaps,6,5
buffers inserted,9,2
gates resized,33,6
Power is estimated from default activity; no workload was simulated.
